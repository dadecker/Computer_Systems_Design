==> design/flow/constraint.sdc <==
current_design i2c_av_config

set clk_period 3.4
set clk_io_pct 0.2

create_clock -name clk0 -period $clk_period [get_ports {clk}]

set non_clock_inputs [all_inputs -no_clocks]
set_input_delay [expr $clk_period * $clk_io_pct] -clock clk0 $non_clock_inputs
set_output_delay [expr $clk_period * $clk_io_pct] -clock clk0 [all_outputs]
==> design/flow/run.sh <==
#!/bin/bash
# OpenROAD 26Q1-2900-gdf79404cd8, Yosys 0.63+post, stock flow scripts
make -C /OpenROAD-flow-scripts/flow DESIGN_CONFIG=/design/flow/config.mk WORK_HOME=/design/flow/orfs finish
==> design/flow/design.v <==
module i2c_av_config (
    input clk,
    input reset,
    output i2c_sclk,
    inout  i2c_sdat 
);
reg [23:0] i2c_data;
reg [15:0] lut_data;
reg [3:0]  lut_index = 4'd0;
parameter LAST_INDEX = 4'ha;
reg  i2c_start = 1'b0;
wire i2c_done;
wire i2c_ack;
i2c_controller control (
    .clk (clk),
    .i2c_sclk (i2c_sclk),
    .i2c_sdat (i2c_sdat),
    .i2c_data (i2c_data),
    .start (i2c_start),
    .done (i2c_done),
    .ack (i2c_ack)
);
always @(*) begin
    case (lut_index)
        4'h0: lut_data <= 16'h0c10;  
        4'h1: lut_data <= 16'h0017;  
        4'h2: lut_data <= 16'h0217;  
        4'h3: lut_data <= 16'h0479;  
        4'h4: lut_data <= 16'h0679;  
        4'h5: lut_data <= 16'h08d4;  
        4'h6: lut_data <= 16'h0a04;  
        4'h7: lut_data <= 16'h0e01;  
        4'h8: lut_data <= 16'h1020;  
        4'h9: lut_data <= 16'h0c00;  
        4'ha: lut_data <= 16'h1201;  
        default: lut_data <= 16'h0000;
    endcase
end
reg [1:0] control_state = 2'b00;
always @(posedge clk) begin
    if (reset) begin
        lut_index <= 4'd0;
        i2c_start <= 1'b0;
        control_state <= 2'b00;
    end else begin
        case (control_state)
            2'b00: begin
                i2c_start <= 1'b1;
                i2c_data <= {8'h34, lut_data};
                control_state <= 2'b01;
            end
            2'b01: begin
                i2c_start <= 1'b0;
                control_state <= 2'b10;
            end
            2'b10: if (i2c_done) begin
                if (i2c_ack) begin
                    if (lut_index == LAST_INDEX)
                        control_state <= 2'b11;
                    else begin
                        lut_index <= lut_index + 1'b1;
                        control_state <= 2'b00;
                    end
                end else
                    control_state <= 2'b00;
            end
        endcase
    end
end
endmodule
module i2c_controller (
    input  clk,
    output i2c_sclk,
    inout  i2c_sdat,
    input  start,
    output done,
    output ack,
    input [23:0] i2c_data
);
reg [23:0] data;
reg [4:0] stage;
reg [6:0] sclk_divider;
reg clock_en = 1'b0;
assign i2c_sclk = (!clock_en) || sclk_divider[6];
wire midlow = (sclk_divider == 7'h1f);
reg sdat = 1'b1;
assign i2c_sdat = (sdat) ? 1'bz : 1'b0;
reg [2:0] acks;
parameter LAST_STAGE = 5'd29;
assign ack = (acks == 3'b000);
assign done = (stage == LAST_STAGE);
always @(posedge clk) begin
    if (start) begin
        sclk_divider <= 7'd0;
        stage <= 5'd0;
        clock_en <= 1'b0;
        sdat <= 1'b1;
        acks <= 3'b111;
        data <= i2c_data;
    end else begin
        if (sclk_divider == 7'd127) begin
            sclk_divider <= 7'd0;
            if (stage != LAST_STAGE)
                stage <= stage + 1'b1;
            case (stage)
                5'd0:  clock_en <= 1'b1;
                5'd9:  acks[0] <= i2c_sdat;
                5'd18: acks[1] <= i2c_sdat;
                5'd27: acks[2] <= i2c_sdat;
                5'd28: clock_en <= 1'b0;
            endcase
        end else
            sclk_divider <= sclk_divider + 1'b1;
        if (midlow) begin
            case (stage)
                5'd0:  sdat <= 1'b0;
                5'd1:  sdat <= data[23];
                5'd2:  sdat <= data[22];
                5'd3:  sdat <= data[21];
                5'd4:  sdat <= data[20];
                5'd5:  sdat <= data[19];
                5'd6:  sdat <= data[18];
                5'd7:  sdat <= data[17];
                5'd8:  sdat <= data[16];
                5'd9:  sdat <= 1'b1;
                5'd10: sdat <= data[15];
                5'd11: sdat <= data[14];
                5'd12: sdat <= data[13];
                5'd13: sdat <= data[12];
                5'd14: sdat <= data[11];
                5'd15: sdat <= data[10];
                5'd16: sdat <= data[9];
                5'd17: sdat <= data[8];
                5'd18: sdat <= 1'b1;
                5'd19: sdat <= data[7];
                5'd20: sdat <= data[6];
                5'd21: sdat <= data[5];
                5'd22: sdat <= data[4];
                5'd23: sdat <= data[3];
                5'd24: sdat <= data[2];
                5'd25: sdat <= data[1];
                5'd26: sdat <= data[0];
                5'd27: sdat <= 1'b1;
                5'd28: sdat <= 1'b0;
                5'd29: sdat <= 1'b1;
            endcase
        end
    end
end
endmodule
==> design/flow/config.mk <==
export PLATFORM = sky130hd
export DESIGN_NAME = i2c_av_config
export DESIGN_NICKNAME = i2c_av_config
export VERILOG_FILES = /design/flow/design.v
export SDC_FILE = /design/flow/constraint.sdc
export NUM_CORES = 4
export LEC_CHECK = 1
export CORE_AREA = 10 10 83 83
export DIE_AREA = 0 0 93 93
==> results_dict.tcl <==
# flow metrics
set metrics [dict create \
    status "completed" \
    tightest_slew_ps 594 \
    setup_violations 0 \
    diodes 0 \
    final_cells 193 \
    postRouteAntennaNets 0 \
    worstHoldPathCells 1 \
    grt_overflow 0 \
    port_buffers 2 \
    ir_drop_v 0.000209 \
    yosysTopAreaCell "dfxtp_1" \
    grt_start_max_net_pins 19 \
    drtIter0Drc 19 \
    register_area_um2 460 \
    min_to "control.sclk_divider[0]$_SDFF_PP0_" \
    antenna_found_initial 0 \
    period_used_share 0.550 \
    viasPerCell 4.21 \
    drc 0 \
    crit_fanout 3 \
    grt_pass1_vias 743 \
    synth_area_per_cell_um2 9.61 \
    wl_um 1810 \
    synthCells 122 \
    cap_violations 0 \
    track_usage 0.0416 \
    grt_setup_unrepaired "false" \
    ys_seq_share 0.393 \
    vias 813 \
    dieHeight_um 93 \
    worstSetupEndpointType "primary output" \
    cp_slowest_cell "clkdlybuf4s50_1" \
    post-cts-setup-buffer-count 0 \
    path_cells "nand2b_1 -> clkdlybuf4s50_1" \
    leakage_nw 0.454 \
    min_from "control.sclk_divider[0]$_SDFF_PP0_" \
    clock_latency_ps 260 \
    rows 26 \
    reg2reg_depth 6 \
    grt_pass1_wl_um 3180 \
    chipWidth_um 93 \
    cts_root_buf "clkbuf_8" \
    synthDistinctLibCells 35 \
    ys_top_cells_by_area "dfxtp_1 39%, ha_1 12%, nor2_1 5.4%, xnor2_1 4.5%, xor2_1 3.0%" \
    slew_headroom 0.603 \
    ys_warn_count 3 \
    routedWlPerCell_um 9.35 \
    path_buffers 1 \
    postCtsHoldBufs 0 \
    post_cts_resized 0 \
    required_ps 2720 \
    fmax_ghz 0.535 \
    p_per_area_mw_per_mm2 458 \
    cts_max_path_buffers 2 \
    final_cell_mix "23 x dfxtp_1, 17 x nor2_1, 11 x ha_1" \
    rr_startpoint "control.stage[1]$_SDFFE_PP0P_" \
    mappedNetlistArea_mm2 0.00117 \
    setup_tns_ps 0 \
    worst_path_largest_cell_delay_ps 460 \
    cp_top_family "buffers and inverters" \
    cts_tree "yes" \
    mi_logic_area_um2 652 \
    drv_slew 0 \
    yosys_area_mm2 0.00117 \
    first_pass_iters 4 \
    core_mm2 0.00514 \
    place_inst 189 \
    clk_pin_slew_ps 80 \
    final.min_clock_period_ps 1870 \
    hpwl_um 1320 \
    reg2reg_to "control.stage[3]$_SDFFE_PP0P_" \
    final_common_cell "dfxtp_1" \
    numSynthFlops 23 \
    synth_top_area_share 0.393 \
    skew_ps 0.924 \
    cts_buffers 3 \
    initial_core_util 0.228 \
    final_layout_size_suffix_gt1_frac 0.0894 \
    hold_violations 0 \
    tool_warnings 32 \
    area_growth_pct 9.82 \
    r2r_setup_slack_ps 1660 \
    globalplace.congestion 0.838 \
    hp-class "register to register" \
    clkSinkCount 23 \
    yosys_cells 122 \
    die-area_mm2 0.00865 \
    crit_path_start_kind "register" \
    htree_levels 1 \
    ios 4 \
    cp.arrival_ps 1190 \
    nFillCells 579 \
    startpoint "control.sclk_divider[6]$_SDFF_PP0_" \
    critical_path_class "register to primary output" \
]
[synthesized netlist by cell type]
| cell type | number |
|---|---|
| a31oi_1 | 1 |
| nand4_2 | 1 |
| a211oi_1 | 2 |
| nand4b_1 | 3 |
| nand3_1 | 4 |
| o211ai_1 | 1 |
| and4_1 | 1 |
| inv_2 | 1 |
| nand4_1 | 3 |
| nand2_1 | 2 |
| nor4b_2 | 2 |
| xor2_1 | 4 |
| conb_1 | 1 |
| nand2b_1 | 2 |
| nor3b_1 | 1 |
| nor2_2 | 1 |
| mux2_4 | 1 |
| buf_6 | 2 |
| ha_1 | 11 |
| and3_1 | 4 |
| a21o_1 | 3 |
| xnor2_1 | 6 |
| nor3_2 | 2 |
| a311oi_1 | 2 |
| inv_1 | 5 |
| a21oi_1 | 2 |
| and4b_1 | 1 |
| buf_4 | 1 |
| nor2b_1 | 2 |
| nor2_1 | 17 |
| dfxtp_1 | 23 |
| clkbuf_1 | 2 |
| mux2i_1 | 1 |
| nor3_1 | 6 |
| nand3b_1 | 1 |
[worst reg2reg max path, cell delays in order (launching register included)]
cell and delay [ps]:
dfxtp_1 370, inv_1 90, ha_1 230, and4_1 300, nor3_1 150, and3_1 200, mux2_4 290
[cell families (layout without fill, tap and decap cells)]
family                     count (synthesis)  count (layout)  synth area share
adders and majority gates                 11              11             0.117
xor gates and xnor gates                  10              10            0.0747
DFF                                       23              23             0.393
buffers and inverters                     11              12            0.0512
and+or+nand+nor                           53              53             0.272
AOI/OAI and AO/OA                         11              11            0.0672
muxes                                      2               2            0.0213
other                                      1               1           0.00320
[power breakdown]
group	switching (mW)	internal, mW
clock	0.0824	0.0835
sequential	0.0428	0.302
combinational	0.0362	0.0428
[worst max path at each step]
| stage | to | slack [ps] | cells past startpoint |
|---|---|---|---|
| CTS | i2c_sclk | 1500 | 2 |
| global route | i2c_sclk | 1450 | 2 |
| finish | i2c_sclk | 1530 | 2 |
[through the flow]
stage	hold WS (ps)	setup WS, ps	power [mW]	cell area, um^2	util
final	458	1530	0.590	1290	0.250
after global routing	482	1450	0.632	1290	0.250
after CTS	462	1500	0.600	1290	0.250
after detailed placement	451	1670	0.432	1240	0.242
after global placement	444	1690	0.432	1240	0.242
after floorplan	428	1760	0.412	1170	-
[flip-flops by register name (all words and copies together) (netlist names)]
| register | count |
|---|---|
| control.stage | 5 |
| i2c_start | 1 |
| control.sclk_divider | 7 |
| lut_index | 4 |
| control.clock_en | 1 |
| control_state | 2 |
| control.acks | 3 |
[routing by layer]
metal,global-route usage,vias to the layer above,share of wire
met5,0,-,0
met4,0.00900,0,0.023
met2,0.0660,8,0.45
li1,-,424,-
met3,0.00808,5,0.028
met1,0.0577,376,0.50
[final cells by class]
class | instances | area share
Multi-Input combinational cell | 88 | 0.506
Sequential cell | 23 | 0.358
Tap cell | 70 | 0.0680
Clock buffer | 4 | 0.0350
Inverter | 6 | 0.0175
Timing Repair Buffer | 2 | 0.0155
Power figures rest on the tool's default switching activity, not on a simulated workload.
